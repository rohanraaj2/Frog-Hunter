**./run.sh**
```bash
#!/bin/bash
# OpenROAD 26Q1-2900-gdf79404cd8, Yosys 0.63+post, stock flow scripts
make -C /OpenROAD-flow-scripts/flow DESIGN_CONFIG=/design/flow/config.mk WORK_HOME=/design/flow/orfs finish
```
**./config.mk**
```make
export PLATFORM = sky130hd
export DESIGN_NAME = clock_divider2
export DESIGN_NICKNAME = clock_divider2
export VERILOG_FILES = /design/flow/design.v
export SDC_FILE = /design/flow/constraint.sdc
export NUM_CORES = 4
export LEC_CHECK = 1
export CORE_AREA = 10 10 88 88
export DIE_AREA = 0 0 98 98
```
**./constraint.sdc**
```tcl
current_design clock_divider2

set clk_period 4.9
set clk_io_pct 0.2

create_clock -name clk0 -period $clk_period [get_ports {clk}]

set non_clock_inputs [all_inputs -no_clocks]
set_input_delay [expr $clk_period * $clk_io_pct] -clock clk0 $non_clock_inputs
set_output_delay [expr $clk_period * $clk_io_pct] -clock clk0 [all_outputs]
```
**./design.v**
```verilog
`timescale 1ns / 1ps
module clock_divider2(clk, clk_d);
parameter div_value = (100000000 / (1 * 2)) - 1 ;
input clk;
output clk_d;
    reg clk_d;
    reg [25:0] count;
        initial
            begin
            clk_d=0;
            count=0;
        end
        always @ (posedge clk)
            begin
                if (count == div_value)
                    count <=0;
                else
                    count <= count + 1;
            end
        always @ (posedge clk)
            begin
                if (count == div_value)
                    clk_d <= ~clk_d;  
            end
endmodule
```
==> summary.txt <==
Worst Skew: 0.00502 ns
# H-tree levels: 1
# fillers: 633
Total GRT Usage: 3.82%
Worst R2R Start: count[0]
Wire per inst: 9.17 µm
Placed insts: 194
Row count: 28
Die Size: 9600 µm²
CP max-delay cell: nor4bb_2
Floorplan utilization: 19.4%
Layout area overhead: 13.2%
Vias per inst: 3.90
Post-route cell area: 1300 µm²
Die height: 98 µm
Final setup vio count: 0
IO Pins: 2
Worst-margin pin slew: 0.713 ns
Clock-pin slew on the worst setup and hold paths: 0.09 ns
Hold Crit Endpoint: count[0]
DR iter-0 viols: 62
WP data arrival: 2.38 ns
Die Span X: 98 µm
IO buf count: 1
TritonCTS Sinks: 27
Gate count of the mapped netlist: 120
Placer Congestion: 0.828
Flops after synth: 27
Via count: 772
Distinct lib cells: 25
Max_slew headroom: 51.8%
Routed WL: 1820 µm
Hold slack final: 0.457 ns
HP Class: register to register
Critical Path Sink Type: register
Cells in synth_stat.txt: 120
Max FO, Critical Path: 10
Final TNS setup: 0 ns
CP top delay family: simple AND/OR/NAND/NOR gates
Core area: 5920 µm²
Setup Buffers After CTS: 0
Final Power: 0.345 mW
Initial antenna violation count: 0
CTS tree: done
Crit start category: register
Log Warnings: 25
Final Cycle Share: 45.3%
Hold wc startpoint: count[0]
GRT overflow: 0
Detailed-placement wirelength estimate: 1290 µm
Final Non-Filler Cells: 198
Worst path max stage delay: 0.69 ns
Reg2reg setup slack: 2.68 ns
Critical-path cell list: ha_1, nand3_1, nor2_1, nor4bb_2, buf_4, nand3b_1, o21ai_0
Pleak: 0.500 nW
Clock latency (worst-skew pair): 0.27 ns
Clock Tree Root: clkbuf_8
Worst EP required: 5.06 ns
Mapped cell area: 1150 µm²
Vias in the first global route: 760
Setup crit start: count[0]
Yosys stat chip area: 1150 µm²
Largest net degree at the start of global routing: 16
Max-slew violation count: 0
Pwr dens: 265 nW/µm²
DRC Markers: 0
Synth Seq Share: 47.9%
Global-route wire length before repair: 3300 µm
Detail Route Antenna Nets: 0
Layout cells sized above 1: 10.6%
Yosys synthesis warning count: 1
Max VDD drop: 90.8 µV
RSZ-0062 raised after global routing: false
Synth Area per Inst: 9.58 µm²
Buffer and inverter count on the worst path: 1
Hold buffer count at cts: 0
CTS Buf Count: 3
Hold path depth: 1
Endpoints failing hold: 0
Achievable Freq: 0.450 GHz
Reg-to-Reg End: count[19]
Pre-Repair DR Iteration Count: 2
N_diodes: 0
PostCTS Resize Cnt: 0
Status: completed
Max Root-Sink Buffers: 2
Number of max-cap violations: 0
Post-placement cell area: 1250 µm²
Critical path class: register to register
Final min period: 2.22 ns
Cells on worst reg2reg path: 7
-- synthesized netlist by cell type --
cell / number / share of area (%)
a21oi_1: 1 / 0.43
and2_2: 1 / 0.65
and3_1: 7 / 3.8
and3_2: 1 / 0.65
buf_2: 1 / 0.43
clkbuf_1: 2 / 0.65
dfxtp_1: 26 / 45
edfxtp_1: 1 / 2.6
ha_1: 1 / 1.1
inv_1: 1 / 0.33
nand2_1: 11 / 3.6
nand3_1: 5 / 2.2
nand3_2: 3 / 2.6
nand3b_1: 1 / 0.65
nand4_1: 7 / 3.8
nor2_1: 18 / 5.9
nor2b_1: 1 / 0.54
nor3_1: 3 / 1.3
nor4_4: 2 / 3.7
nor4b_1: 1 / 0.76
nor4bb_1: 1 / 0.87
o21ai_0: 2 / 0.87
or3_1: 1 / 0.54
xnor2_1: 8 / 6.1
xor2_1: 14 / 11
-- layout make-up --
class | count | area [µm²] | area share [%]
Tap cell | 75 | 93.8 | 7.21
Clock buffer | 3 | 41.3 | 3.17
Multi-Input combinational cell | 89 | 589 | 45.3
Clock inverter | 1 | 5.00 | 0.385
Sequential cell | 27 | 551 | 42.3
Timing Repair Buffer | 2 | 17.5 | 1.35
Inverter | 1 | 3.75 | 0.288
-- worst max path at each step --
stage | to | slack (ns) | depth (start not counted)
final | count[19] | 2.68 | 7
after CTS | count[19] | 2.70 | 7
after global routing | count[19] | 2.43 | 7
-- power breakdown --
group / leakage, nW / switching, mW / internal [mW]
registers: 0.221 / 0 / 0.220
logic: 0.254 / 0 / 0
clock network: 0.0255 / 0.0673 / 0.0569
-- stage by stage --
| stage | utilization [%] | setup slack, ns |
|---|---|---|
| final | 22.0 | 2.68 |
| after global routing | 22.0 | 2.43 |
| after CTS | 22.0 | 2.70 |
| after detailed placement | 21.2 | 2.71 |
| after global placement | 21.2 | 2.76 |
| after floorplan | - | 3.18 |
-- logic make-up (layout without fill, tap and decap cells) --
family	after synthesis	count (layout)	synth area share, %
adder cells (fa/ha/maj)	1	1	1.09
XOR/XNOR	22	22	16.8
buffers and inverters	4	7	1.41
flip-flops	27	27	47.9
AND-OR/OR-AND	3	3	1.31
AND/OR/NAND/NOR	63	63	31.6
-- placed cells by master, fill, tap and decap left out, types with 2 or more instances in the layout --
master and instances:
xor2_1 14, xnor2_1 8, clkbuf_8 3, nand2_1 11
nor3_1 3, nand4_1 7, and3_1 7, dfxtp_1 26
o21ai_0 2, nor4_4 2, nand3_2 3, nand3_1 5
nor2_1 18
-- flip-flops by register name, indices dropped and copies added, names as in the netlist --
| name | flops |
|---|---|
| count | 26 |
| clk_d | 1 |
-- metal layers --
metal	wire, µm	part of all wire (%)	up-vias	track usage [%]
met2	753	41	5	5.79
met1	991	55	352	5.46
met3	40	2.2	2	0.782
met5	0	0	-	0
li1	-	-	413	-
met4	29	1.6	0	0.895
No activity file was given, so power comes from the tool's default toggle rates.
