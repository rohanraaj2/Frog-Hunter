<file path="flow/run.sh">
#!/bin/bash
# OpenROAD 26Q1-2900-gdf79404cd8, Yosys 0.63+post, stock flow scripts
make -C /OpenROAD-flow-scripts/flow DESIGN_CONFIG=/design/flow/config.mk WORK_HOME=/design/flow/orfs finish
</file>
<file path="flow/config.mk">
export PLATFORM = sky130hd
export DESIGN_NAME = vga_controller
export DESIGN_NICKNAME = vga_controller
export VERILOG_FILES = /design/flow/design.v
export SDC_FILE = /design/flow/constraint.sdc
export NUM_CORES = 4
export LEC_CHECK = 1
export CORE_UTILIZATION = 40
</file>
<file path="flow/constraint.sdc">
current_design vga_controller

set clk_period 2.0
set clk_io_pct 0.2

create_clock -name clk0 -period $clk_period [get_ports {clk_100MHz}]

set non_clock_inputs [all_inputs -no_clocks]
set_input_delay [expr $clk_period * $clk_io_pct] -clock clk0 $non_clock_inputs
set_output_delay [expr $clk_period * $clk_io_pct] -clock clk0 [all_outputs]
</file>
<file path="flow/design.v">
`timescale 1ns / 1ps
module vga_controller(
    input clk_100MHz,    
    input reset,         
    output video_on,     
    output hsync,        
    output vsync,        
    output p_tick,       
    output [9:0] x,      
    output [9:0] y       
    );
    parameter HD = 640;              
    parameter HF = 48;               
    parameter HB = 16;               
    parameter HR = 96;               
    parameter HMAX = HD+HF+HB+HR-1;  
    parameter VD = 480;              
    parameter VF = 10;               
    parameter VB = 33;               
    parameter VR = 2;                
    parameter VMAX = VD+VF+VB+VR-1;  
	reg  [1:0] r_25MHz;
	wire w_25MHz;
	always @(posedge clk_100MHz or posedge reset)
		if(reset)
		  r_25MHz <= 0;
		else
		  r_25MHz <= r_25MHz + 1;
	assign w_25MHz = (r_25MHz == 0) ? 1 : 0;  
    reg [9:0] h_count_reg, h_count_next;
    reg [9:0] v_count_reg, v_count_next;
    reg v_sync_reg, h_sync_reg;
    wire v_sync_next, h_sync_next;
    always @(posedge clk_100MHz or posedge reset)
        if(reset) begin
            v_count_reg <= 0;
            h_count_reg <= 0;
            v_sync_reg  <= 1'b0;
            h_sync_reg  <= 1'b0;
        end
        else begin
            v_count_reg <= v_count_next;
            h_count_reg <= h_count_next;
            v_sync_reg  <= v_sync_next;
            h_sync_reg  <= h_sync_next;
        end
    always @(posedge w_25MHz or posedge reset)       
        if(reset)
            h_count_next = 0;
        else
            if(h_count_reg == HMAX)                  
                h_count_next = 0;
            else
                h_count_next = h_count_reg + 1;         
    always @(posedge w_25MHz or posedge reset)
        if(reset)
            v_count_next = 0;
        else
            if(h_count_reg == HMAX)                  
                if((v_count_reg == VMAX))            
                    v_count_next = 0;
                else
                    v_count_next = v_count_reg + 1;
    assign h_sync_next = (h_count_reg >= (HD+HB) && h_count_reg <= (HD+HB+HR-1));
    assign v_sync_next = (v_count_reg >= (VD+VB) && v_count_reg <= (VD+VB+VR-1));
    assign video_on = (h_count_reg < HD) && (v_count_reg < VD);  
    assign hsync  = h_sync_reg;
    assign vsync  = v_sync_reg;
    assign x      = h_count_reg;
    assign y      = v_count_reg;
    assign p_tick = w_25MHz;
endmodule
</file>
==> reports/qor.txt <==
Result of the run - finished, final reports clean
I/O Pins - 26
Yosys cell count - 157
Routed length per instance - 14.3 µm
Max Buffers Root-to-Sink - 2
Clock period minus final worst setup slack - 1.89 ns
Top cell area share - 58.4%
Worst reg-to-reg setup slack - 0.78 ns
Met2 wirelength from detailed routing - 1570 µm
Worst hold slack - 0.420 ns
Cell area leaders - dfrtp_1 (58%), ha_1 (5.3%), xnor2_1 (3.7%)
Max Freq - 528 MHz
Antenna Diode Count - 0
EDFF count, synth - 0
Logic depth of the worst register-to-register path - 5
Quantity of I/O buffers inserted on ports - 25
Area of the core - 4440 µm²
Pins over their slew limit - 0
Via density per instance - 5.14
Top cells by instance count after synthesis - dfrtp_1 (44), nand2_1 (18), nand3_1 (9)
M1 wire length - 1650 µm
Maximum number of pins on one net before global-route repair - 45
Number of warnings in the stage logs - 31
Final Skew - 0.00229 ns
Die area - 5000 µm²
Worst Max-Slew Pin Slew - 0.526 ns
DRC violations left - 0
Root Buffer - clkbuf_8
Portion of the clock cycle consumed by the worst path in the final layout - 94.7%
Later-pin clock latency in the skew report - 0.26 ns
Static power due to leakage - 0.000950 µW
Setup TNS - 0 ns
Clock transition at the registers of the reported paths - 0.08 ns
Starting utilization of the core area - 42.5%
Wire length of the first global-routing pass - 5970 µm
Number of antenna violations at the first check in global routing - 0
# Post-CTS Setup Buffers - 0
# Max-Cap Violations - 0
Final Hold Vio Count - 0
Library cell with the largest summed area after synthesis - dfrtp_1
P per Cell Area - 356 nW/µm²
Leading cell type by number of instances after synthesis - dfrtp_1
Required time of the critical path - 1.60 ns
Remaining number of nets flagged by the antenna check after routing - 0
Synth unique cells - 37
Depth of the worst hold-timing path - 1
Data arrival time of the critical path - 1.49 ns
Async SR Flop Fraction - 100%
Congestion Overflow GR - 0
Number of warnings reported in the yosys synthesis log - 1
Clock tree from TritonCTS - done
Post-layout utilization of the core - 50.0%
Number of unconstrained endpoints - 40
Predominant post-synthesis flop cell - dfrtp_1
Topmost layer with routed signal wires - met4
Post-synth regs - 44
Chip area from the yosys synthesis statistics - 1890 µm²
Average footprint of a synthesized cell - 12.0 µm²
GRT Total Usage - 15.5%
Number of buffers added by the clock tree synthesis step - 3
Number of standard-cell rows in the floorplan - 24
TritonRoute pass-1 iters - 20
Path category of the worst min-delay check - reg2reg
Detailed route wirelength on metal3 - 126 µm
Post-DP HPWL - 2360 µm
DRT iter0 DRCs - 100
Sequential cell area fraction in the yosys report - 58.4%
Synthesis-to-layout area growth - 17.7%
H-tree depth - 1
Critical setup path kind - reg2out
Post-Synthesis Cells - 157
Element type at the critical path start - flip-flop
Via Count - 1,207
Cell Area, Synth - 1890 µm²
Slew Limit Headroom - 64.9%
Sort of element at the end of the critical path - output pin
Register pins left without a clock - 20
Post-route total power - 790 µW
Worst Path Max Fanout - 6
Maximum vdd drop - 0.265 mV
DIE WIDTH - 70.7 µm
Vias in the first global route - 1,158
Number of endpoints failing setup at the final stage - 0
Proportion of layout cells with a drive suffix above 1 - 13.1%
Overall routed net length - 3370 µm
Vertical die size - 70.7 µm
Final weighted congestion of routability-driven global placement - 0.811
==> critical path, cell delays in order, from the launching register on <==
cell	delay (ns)
dfrtp_2	0.47
nand4_1	0.15
nand2_1	0.07
nor2_1	0.09
clkdlybuf4s50_1	0.46
==> power breakdown <==
part	internal (µW)	total [µW]	switching (µW)
clock	135	287	152
sequential	484	484	0
combinational	3.11	19.3	16.2
==> routing by layer <==
layer	track usage (%)	vias to the layer above
li1	-	586
met1	26.5	601
met2	23.2	18
met3	2.60	2
met4	0.889	0
met5	0	-
==> cells by family (layout without fill, tap and decap cells) <==
logic type               after synthesis  in the layout  synth area share (%)
AND-OR/OR-AND                         17             17                  6.23
XOR/XNOR                              12             12                  5.57
adder cells (fa/ha/maj)                8              8                  5.31
buffers and inverters                 13             39                  4.24
flip-flops                            44             44                  58.4
AND/OR/NAND/NOR                       63             63                  20.3
==> worst paths after layout <==
check                                    startpoint                       end
setup / recovery           v_count_reg[6]$_DFF_PP0_                  video_on
hold / removal                 r_25MHz[0]$_DFF_PP0_      r_25MHz[0]$_DFF_PP0_
setup reg to reg           v_count_reg[0]$_DFF_PP0_      v_sync_reg$_DFF_PP0_
hold reg to reg                r_25MHz[0]$_DFF_PP0_      r_25MHz[0]$_DFF_PP0_
max in group asynchronous                     reset  h_count_reg[8]$_DFF_PP0_
min in group asynchronous                     reset      r_25MHz[1]$_DFF_PP0_
==> cell type report <==
type | instances | area (µm²)
Sequential cell | 44 | 1110
Clock buffer | 3 | 41.3
Timing Repair Buffer | 28 | 273
Tap cell | 52 | 65.1
Inverter | 8 | 30.0
Fill cell | 405 | 2220
Multi-Input combinational cell | 100 | 706
==> per-stage QoR <==
step / area, µm² / worst slack (ns) / instances
2_1_floorplan: 1890 / 0.569 / 157
3_3_place_gp: 2170 / 0.356 / 232
3_5_place_dp: 2170 / 0.341 / 232
4_1_cts: 2220 / 0.0526 / 235
5_1_grt: 2220 / -0.0000165 / 235
6_report: 2220 / 0.105 / 235
==> cell usage in the layout, fill, tap and decap left out, types with 2 or more instances in the layout <==
cell type	instances
nand4_1	6
xnor2_1	8
nand2_1	18
dfrtp_1	40
clkdlybuf4s50_1	25
buf_4	3
nand3_1	9
ha_1	8
nor3_1	3
o21ai_2	5
xor2_1	4
a311oi_1	2
clkbuf_8	3
a21oi_1	2
dfrtp_2	4
o21ai_0	4
nand2b_1	3
nor2_1	7
inv_1	8
==> repair_timing <==
item / CTS / global route
hold buffers: 0 / 0
resized: 0 / 5
setup endpoints to repair: 0 / 1
Power is estimated from default activity; no workload was simulated.
